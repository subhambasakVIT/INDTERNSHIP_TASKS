`flow/design.v`:
```
`timescale 1ns / 1ps
module RAM_DESIGN #(parameter DATA_WIDTH = 8,parameter ADDR_WIDTH = 3) (
    input wire clk,            
    input wire we,             
    input wire en,              
    input wire [ADDR_WIDTH-1:0] addr, 
    input wire [DATA_WIDTH-1:0] din,  
    output reg [DATA_WIDTH-1:0] dout  
);
    reg [DATA_WIDTH-1:0] mem [0:(1<<ADDR_WIDTH)-1];
    always @(posedge clk) begin
        if (en) begin
            if (we)  
                mem[addr] <= din;   
            else  
                dout <= mem[addr];  
        end
    end
endmodule
```
`flow/run.sh`:
```
#!/bin/bash
# OpenROAD 26Q1-2900-gdf79404cd8, Yosys 0.63+post, stock flow scripts
make -C /OpenROAD-flow-scripts/flow DESIGN_CONFIG=/design/flow/config.mk WORK_HOME=/design/flow/orfs finish
```
`flow/config.mk`:
```
export PLATFORM = sky130hd
export DESIGN_NAME = RAM_DESIGN
export DESIGN_NICKNAME = RAM_DESIGN
export VERILOG_FILES = /design/flow/design.v
export SDC_FILE = /design/flow/constraint.sdc
export NUM_CORES = 4
export LEC_CHECK = 1
export CORE_UTILIZATION = 50
```
`flow/constraint.sdc`:
```
current_design RAM_DESIGN

set clk_period 2.5
set clk_io_pct 0.2

create_clock -name clk0 -period $clk_period [get_ports {clk}]

set non_clock_inputs [all_inputs -no_clocks]
set_input_delay [expr $clk_period * $clk_io_pct] -clock clk0 $non_clock_inputs
set_output_delay [expr $clk_period * $clk_io_pct] -clock clk0 [all_outputs]
```
==> summary.txt <==
flow finished, numbers: status finished, final reports clean, top cell type's share of synthesized area 77.6%, Synth Cell Area 0.00279 mm2, CTS tree built, layout cells sized above 1 26.3%, Max FO, Critical Path 23, RD Place Congestion 0.854, total CTS buffers 9, Worst-path clk slew 0.07 ns, vias 1332, Yosys warning count 1, Worst-Margin Slew 0.320 ns, Slew Limit Fails 0, Initial DRC Count 43, setup bufs post-CTS 0, dpl cell area 0.00321 mm2, Worst Hold Class reg2reg, Worst IR Drop VDD 0.000436 V, DRC Markers 0, post_cts resized 0, RSZ-0062 raised after global routing false, WL per Instance 19.3 um, H-tree depth 3, kind of critical path in2reg, fin crit share 78.2%, Simple-Gate Fraction of Synth Area 3.14%, clock root buffer clkbuf_8, flops & latches, synth 72, largest net degree at the start of global routing 24, CTS Sinks 72, max frequency 512 MHz, die height 76.7 um, Critical Path AT 2.05 ns, Post-synth area hogs edfxtp_1 78%, mux4_1 9.4%, mux4_2 3.2%, mux2_2 2.4%, mux2i_1 1.1%, vias per cell 5.44, Core Util, Final 65.8%, Synth Instances 124, drt total wl 4720 um, vias in the first global route 1421, Top logic family multiplexers, first-pass GRT wire length 7290 um, post-synthesis chip area from yosys 0.00279 mm2, Synth area leader edfxtp_1, CP Launch Type input port, num ports 22, FP Core Util 53.2%, Log Warnings 25, cts hold-fix bufs 0, Synth cell types 19, Syn Area/Cell 22.5 um2, aoi share 0.674%, Post-Synth Adder-Cell Area 0%, DPL Wire Length 3040 um, die width 76.7 um, GRT Total Usage 19.7%, I/O Buffers 21, max cap viols 0, row count 26, mux share 16.7%, XOR-XNOR Cells, Area Fraction 0%, leak pwr 1.18 nW, clock latency (worst-skew pair) 0.34 ns, Seq share, synth 77.6%, Antenna diodes 0, CTS max path bufs 2, grt total ovfl 0, Final ANT Viol Nets 0, DRT Pass-1 Iters 4, final setup violation count 0, Synth-to-Final Area Change 23.8%, Slew Limit Headroom 78.4%, design area 0.00345 mm2, Core Region 0.00524 mm2, Pwr Density 742 mW/mm2, Tmin final 1.95 ns, final hold viol count 0, initial antenna violation count 0, total die area 0.00588 mm2, # Cells Yosys 124, Setup crit end kind register, CP required 2.60 ns, Clock Skews 0.00457 ns, Fin Setup TNS 0 ns
power breakdown:
part,internal [mW],switching [mW],total (mW)
combinational,0.0784,0.0599,0.138
sequential,1.36,0.00570,1.36
clock,0.653,0.402,1.06
total,2.09,0.468,2.56
area by class of cell:
class / count / area (um2)
timing repair buffer: 42 / 393
clock inverter: 7 / 110
clock buffer: 9 / 124
tap: 70 / 87.6
fill: 352 / 1790
sequential: 72 / 2160
multi-input combinational: 45 / 572
cell usage after synthesis, drive strengths merged:
cell type  number
nand3           2
buf             4
o311ai          1
nand2           3
mux2            7
clkbuf          3
mux4           14
nor2b           1
mux2i           3
nor2            6
nor3            2
edfxtp         72
o21ai           2
nand3b          2
nand2b          2
logic make-up (layout without fill, tap and decap cells):
family	after synthesis	count (layout)
buf+inv	7	58
simple gates	18	18
mux	24	24
flops	72	72
compound gates	3	3
final timing paths:
path / cells past startpoint / from / end / slack (ns)
max reg2reg: 2 / mem[5][2] / dout[2] / 1.08
max: 4 / addr[0] / dout[2] / 0.55
min: 4 / mem[3][3] / dout[3] / 0.71
min reg2reg: 4 / mem[3][3] / dout[3] / 0.71
metrics by stage:
step	worst slack, ns	cells	hold WS (ns)	power [mW]
2_1_floorplan	0.557	124	0.599	1.46
3_3_place_gp	0.199	229	0.695	1.53
3_5_place_dp	0.148	229	0.709	1.53
4_1_cts	0.532	245	0.721	2.57
5_1_grt	0.504	245	0.780	2.65
6_report	0.546	245	0.713	2.56
critical path, cell delays in order:
cell and delay (ns):
clkdlybuf4s50_1 0.50, buf_12 0.19, mux4_1 0.57, mux2_2 0.28
state kept, by name, summed over array words and instances, names as in the netlist:
signal  flops
dout        8
mem        64
layout by cell type, fill, tap and decap left out:
cell type / count
nor2b_1: 1
mux2_4: 1
bufinv_16: 3
edfxtp_1: 72
mux4_1: 10
buf_4: 19
clkdlybuf4s50_1: 21
clkinv_1: 2
nand3b_1: 2
mux2i_1: 3
clkbuf_8: 9
nand3_1: 2
nor3_1: 2
mux2_2: 6
nor2_1: 6
clkinvlp_4: 1
clkinv_2: 1
o21ai_0: 2
buf_12: 2
o311ai_0: 1
nand2_1: 3
mux4_2: 4
nand2b_1: 2
layer usage:
layer	GRT usage [%]	part of all wire (%)
met5	0	0
met4	2.88	2.2
met3	12.2	11
met2	27.5	46
met1	31.8	41
Power and IR drop assume default switching activity.
