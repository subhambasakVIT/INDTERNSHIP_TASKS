==> flow/design.v <==
`timescale 1ns / 1ps
module fir_filter (
    input clk,
    input rst,
    input signed [7:0] x,   
    output reg signed [15:0] y   
);
    reg signed [7:0] coeff [0:3];   
    reg signed [7:0] delay_line [0:3];   
    integer i;
    initial begin
        coeff[0] = 8'h02;   
        coeff[1] = 8'h04;
        coeff[2] = 8'h04;
        coeff[3] = 8'h02;
    end
    always @(posedge clk or posedge rst) begin
        if (rst) begin
            y <= 0;
            for (i = 0; i < 4; i = i + 1) delay_line[i] <= 0;
        end else begin
            for (i = 3; i > 0; i = i - 1)
                delay_line[i] <= delay_line[i-1];
            delay_line[0] <= x;
            y <= (coeff[0] * delay_line[0]) + 
                 (coeff[1] * delay_line[1]) + 
                 (coeff[2] * delay_line[2]) + 
                 (coeff[3] * delay_line[3]);
        end
    end
endmodule
==> flow/run.sh <==
#!/bin/bash
# OpenROAD 26Q1-2900-gdf79404cd8, Yosys 0.63+post, stock flow scripts
make -C /OpenROAD-flow-scripts/flow DESIGN_CONFIG=/design/flow/config.mk WORK_HOME=/design/flow/orfs finish
==> flow/config.mk <==
export PLATFORM = sky130hd
export DESIGN_NAME = fir_filter
export DESIGN_NICKNAME = fir_filter
export VERILOG_FILES = /design/flow/design.v
export SDC_FILE = /design/flow/constraint.sdc
export NUM_CORES = 4
export LEC_CHECK = 1
export CORE_UTILIZATION = 50
==> flow/constraint.sdc <==
current_design fir_filter

set clk_period 7.5
set clk_io_pct 0.2

create_clock -name clk0 -period $clk_period [get_ports {clk}]

set non_clock_inputs [all_inputs -no_clocks]
set_input_delay [expr $clk_period * $clk_io_pct] -clock clk0 $non_clock_inputs
set_output_delay [expr $clk_period * $clk_io_pct] -clock clk0 [all_outputs]
==> CHANGELOG.md <==
### Metrics

- Status: completed
- Power density over the cells: 339 mW/mm^2
- Overall die height: 79.7 microns
- Tot Pwr: about 1.2 mW
- CTS tree: yes
- Highest clock frequency the design can meet: about 180 MHz
- Detailed-placement wirelength estimate: 3290 microns
- Tally of filler cells in the layout: 491
- Critical path data required time: 7.72 ns
- Leakage power: 1.82 nW
- Aggregate global routing overflow: 0
- Sinks on Clock Net: ~47
- Number of warnings in the stage logs: 28
- Number of hold buffers added after cts: 0
- Wire length of the first global-routing pass: 7570 microns
- Mean instance size in the synthesized netlist: approximately 12 sq um
- Die width: approximately 80 microns
- Fraction of the cycle the final worst path needs: 0.738
- Final core utilization: 0.607
- Sequential share of the synthesized area: 0.390
- Antenna Cells: 0
- Final setup violating endpoints: 0
- Relative slew slack: 0.614
- Count of cell types in the netlist: 27
- Post-CTS Setup Repair Bufs: 0
- Share of the core filled by cells before placement: 0.532
- GRT Resource Usage Total: 0.164
- Placement Cell Area: 0.00334 sq mm
- Antenna violations before repair: 0
- DRC: 0
- Start of the worst register-to-register path: delay_line[1][7]
- DRT Pass-1 Iters: 2
- Clock skew: 0.00245 ns
- Depth of the most critical reg-to-reg path: 16
- Cell area after technology mapping: 0.00302 sq mm
- Final instance area: 0.00345 sq mm
- Cell count of the worst hold path: 0
- Worst Path Max Fanout: 6
- Maximum single-stage delay on the critical path: 0.52 ns
- Master of the slowest instance on the critical path: fa_1
- Number of antenna-violating nets in the routed design: 0
- Number of flops mapped to enable cells by yosys: 0
- Hold EP: delay_line[3][1]
- Placeable core area: 0.00568 sq mm
- Layout overhead on the synthesized area: 14.3%
- Category of cells accounting for the largest share of critical-path delay: adder cells
- End of the worst register-to-register path: y[15]
- Source of the worst hold timing path: delay_line[2][1]
- Worst hold path class: reg -> reg
- H-tree levels: 2
- Overall routed net length: 4160 microns
- Share of Yosys cell area claimed by the top area cell type: 0.390
- Max IR drop VDD: 0.289 mV
- Worst-margin pin slew: 0.579 ns
- Routability congestion estimate from global placement: 0.808
- Main area contributors: dfrtp_1, ha_1, fa_1, inv_1, xnor2_1
- Top_reg_cell synth: dfrtp_1
- Synth flops: 47
- Cell type with the highest occurrence count on the critical path: fa_1
- Critical Setup Path Class: reg -> reg
- Latest clock arrival within the worst-skew pair: between 0.2 and 0.3 ns
- Critical Path, Cell by Cell: ha_1 -> fa_1 -> ha_1 -> inv_1 -> fa_1 -> inv_1 -> fa_1 -> fa_1 -> fa_1 -> ha_1 -> ha_1 -> and3_1 -> a221o_1 -> o32a_1 -> a41oi_2 -> xnor2_1
- Overall via count from detail_route: 1584
- Cells in synth_stat.txt: 242
- Ys async rst share: 1.00
- Fin. Hold Viols: 0
- Unrepaired setup endpoints after global routing: no
- Fraction of layout instances using a drive strength above 1: 0.0403
- Final-report max-slew violation count: 0
- Clk Tree Root Cell: clkbuf_8
- Initial DRC count: 14
- Cell type with the highest aggregate area in the netlist: dfrtp_1
- Chip area: 0.00635 sq mm
- Number of standard-cell rows in the floorplan: 27
- Wire length per cell: about 12 microns
- Vias per inst: about 4.6
- Critical Path AT: 5.75 ns
- Endpoint class of the critical path: register
- Commonest cells in the synthesized netlist: ha_1, inv_1, dfrtp_1
- Reg2Reg Setup Slack: 1.97 ns
- Port Buf Inserts: 24
- Pin count of the biggest net entering global routing: 48
- Post-cts gate resize count: 0
- Crit path buf inv count: 2
- Clock period minus worst slack: 5.53 ns
- Clock slew seen by the registers of the worst setup and hold paths: approximately 0.08 ns
- Cell count after synthesis: 242
- Number of buffers created by CTS: 5
- Most repeated cell in the gate-level netlist after synthesis: ha_1
- Yosys Chip Area: 0.00302 sq mm
- Number of ports placed on the die boundary: 26
- Synthesis warning total: 2
- Crit path launch type: register
- Maximum clock insertion buffer count: 2
- Total negative slack: 0 ns
- Max-Cap Viols: 0
- Via count of the first global-routing pass: 1619
per-stage QoR:
stage,instances,setup WS (ns),hold slack (ns)
final,345,1.97,0.383
after global routing,345,1.72,0.395
after CTS,345,1.94,0.386
after detailed placement,337,1.96,0.366
after global placement,337,2.02,0.363
after floorplan,242,2.20,0.354
cells in the final DEF (no fill, tap or decap):
| cell type | n |
|---|---|
| ha_1 | 59 |
| inv_1 | 57 |
| dfrtp_1 | 47 |
| fa_1 | 27 |
| clkdlybuf4s50_1 | 24 |
| nor2_1 | 7 |
| clkbuf_8 | 7 |
| a21o_1 | 6 |
| xnor2_1 | 6 |
| a21oi_1 | 5 |
| xor2_1 | 3 |
| a211oi_1 | 2 |
| o21ai_0 | 2 |
| o21a_1 | 2 |
| and3_1 | 2 |
| nor3_1 | 2 |
| nand4_1 | 2 |
| a221o_1 | 1 |
| and2_1 | 1 |
| o32a_1 | 1 |
| a21boi_1 | 1 |
| o41a_1 | 1 |
| nand3_1 | 1 |
| nand4b_1 | 1 |
| nand2_1 | 1 |
| a41oi_2 | 1 |
| inv_2 | 1 |
| conb_1 | 1 |
| clkinvlp_4 | 1 |
| buf_4 | 1 |
routing by layer:
| layer | wire [microns] | GRT usage | share of wire | vias to the layer above |
|---|---|---|---|---|
| li1 | - | - | - | 828 |
| met1 | 2450 | 0.319 | 0.59 | 730 |
| met2 | 1520 | 0.200 | 0.36 | 24 |
| met3 | 166 | 0.0348 | 0.040 | 2 |
| met4 | 31 | 0.0200 | 0.0074 | 0 |
| met5 | 0 | 0 | 0 | - |
report_power, final:
part / leakage [nW] / internal, mW / switching, mW
Sequential: 0.547 / 0.309 / 0.0195
Clock: 0.0505 / 0.0838 / 0.0803
Combinational: 1.22 / 0.337 / 0.338
logic make-up after synthesis:
kind of cell	count (synthesis)	synth area share
AOI/OAI and AO/OA	22	0.0547
xor gates and xnor gates	9	0.0261
adders and majority gates	86	0.424
buffers and inverters	60	0.0759
DFF	47	0.390
other	1	0.00124
and+or+nand+nor	17	0.0282
worst register-to-register path, stage by stage, from the launching register on:
cell and delay [ns]:
dfrtp_1 0.47, ha_1 0.25, fa_1 0.44, ha_1 0.29, inv_1 0.05, fa_1 0.50
inv_1 0.05, fa_1 0.51, fa_1 0.52, fa_1 0.50, ha_1 0.31, ha_1 0.35
and3_1 0.16, a221o_1 0.33, o32a_1 0.39, a41oi_2 0.22, xnor2_1 0.13
final cells by class:
cell class              count  area [sq um]  area share
clock buffers               7          96.3      0.0279
clock inverters             1          7.51     0.00218
inverters                  58           218      0.0632
multi-input cells         135          1610       0.468
flip-flops and latches     47          1180       0.341
well taps                  72          90.1      0.0261
repair buffers             25           248      0.0719
flip-flops by register name (all words and copies together) (netlist names):
signal	cells
delay_line	32
y	15
worst max path at each step:
stage	start	end	cells after the start
4_1_cts	delay_line[1][7]	y[15]	16
5_1_grt	delay_line[1][7]	y[15]	16
6_report	delay_line[1][7]	y[15]	16
Power figures rest on the tool's default switching activity, not on a simulated workload.
