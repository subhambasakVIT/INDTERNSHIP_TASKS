[config.mk]
export PLATFORM = sky130hd
export DESIGN_NAME = ALU
export DESIGN_NICKNAME = ALU
export VERILOG_FILES = /design/flow/design.v
export SDC_FILE = /design/flow/constraint.sdc
export NUM_CORES = 4
export LEC_CHECK = 1
export CORE_AREA = 10 10 70 70
export DIE_AREA = 0 0 80 80
[run.sh]
#!/bin/bash
# OpenROAD 26Q1-2900-gdf79404cd8, Yosys 0.63+post, stock flow scripts
make -C /OpenROAD-flow-scripts/flow DESIGN_CONFIG=/design/flow/config.mk WORK_HOME=/design/flow/orfs finish
[constraint.sdc]
current_design ALU

set clk_period 3.0
set clk_io_pct 0.2

create_clock -name clk0 -period $clk_period

set non_clock_inputs [all_inputs -no_clocks]
set_input_delay [expr $clk_period * $clk_io_pct] -clock clk0 $non_clock_inputs
set_output_delay [expr $clk_period * $clk_io_pct] -clock clk0 [all_outputs]
[design.v]
`timescale 1ns / 1ps
module ALU(input [3:0] A,B , input [2:0] OP , output reg [3:0] alu_out );
always@(*)
    begin
        case(OP)  
            3'b000 : alu_out = 4'b0000;
            3'b001 : alu_out = A+B;  
            3'b010 : alu_out = A-B;  
            3'b011 : alu_out = A & B;  
            3'b100 : alu_out = A | B;  
            3'B101 : alu_out = ~A;  
            3'b110 : alu_out = ~B;  
            3'b111 : alu_out = 4'b000;
            default : alu_out = 4'b000;  
        endcase
    end  
endmodule
==> impl_metrics.yaml <==
# generated from flow reports
floorplanning:
  std_cell_rows: 21
  fp_util_pct: 13.7
  core_region_area_um2: 3420
  ios: 15
  chip_area_um2: 6400
  die_w_um: 80
  die_height_um: 80
job:
  maxCapViolCount: 0
  stage_log_warning_count: 35
final_timing:
  finalHoldViolations: 0
  relSlewSlack_pct: 82.4
  finish_stage_setup_viols: 0
  layout_setup_ws_ns: 0.136
  worstMarginPinSlew_ns: 0.260
  rsz_0062_raised_after_global_routing: "false"
  tns_ns: 0
  post-route-min-period_ns: 2.86
  slew_viol_final: 0
  finalClockPeriodUsage_pct: 95.5
  highest_achievable_clock_rate_mhz: 349
routing:
  num_antenna_cells: 0
  drt_first_pass_iters: 4
  detail_route.wl_per_cell_um: 10.2
  wirelength_mm: 1.41
  antenna_violating_nets_post_route: 0
  drc_errors: 0
  num_vias: 535
  post_drt_via_cell_ratio: 3.85
  drtIter0Drc: 7
global_route:
  antenna_found_initial: 0
  globalRoute.totalOverflow: 0
  grt_pass1_wl_mm: 2.55
  pin_count_of_the_biggest_net_entering_global_routing: 12
  grt_util_all_layers_pct: 4.57
  first_global_vias: 603
synth:
  post_synth_instance_area_um2: 467
  top_cell_area_share_pct: 16.1
  synth.top_cells.by_area: "sky130_fd_sc_hd__ha_1 16%, sky130_fd_sc_hd__o21ai_0 7.5%, sky130_fd_sc_hd__inv_1 5.6%, sky130_fd_sc_hd__xnor2_1 5.6%, sky130_fd_sc_hd__fa_1 4.3%"
  postSynthCellCount: 63
  yosysUniqueCellTypes: 30
  synth_area_per_cell_um2: 7.41
  yosys-stat-cells: 63
  synth.top_cells.by_count: "7 x sky130_fd_sc_hd__inv_1, 7 x sky130_fd_sc_hd__o21ai_0, 6 x sky130_fd_sc_hd__ha_1"
  yosysSeqAreaShare_pct: 0
  ys_warn_count: 1
  netlist.top_cell.by_area: "sky130_fd_sc_hd__ha_1"
  synth_chip_area_um2: 467
critical_path:
  worst_ep_arrival_time_ns: 2.26
  highest_net_fanout_along_the_worst_path: 2
  worst-path-stages: 9
  cpPeakStageDelay_ns: 0.47
  critical_path_buf_inv_count: 4
  top_family_by_delay_on_critical_path: "buffers and inverters"
  critical_path_cell_sequence: "clkdlybuf4s50_1 > inv_1 > buf_4 > ha_1 > nor2_1 > a21oi_1 > or3_1 > a21oi_2 > dlygate4sd2_1"
  cp-end-kind: "primary output"
  crit_slowest_cell: "sky130_fd_sc_hd__clkdlybuf4s50_1"
  timing.setup.critical_path_class: "input pin to primary output"
  critical_path.startpoint_type: "input pin"
  crit_required_ns: 2.40
clock_network:
  cts_setup_buffers: 0
final_layout:
  seqCellArea_um2: 0
  flop-count: 0
  fin_area_um2: 786
  nClkBuffers: 0
  number_of_cells_in_the_finished_layout_apart_from_fillers: 139
  drive_gt1_share_pct: 45.2
  areaGrowthSynthToFinish_pct: 68.4
  final.fill_count: 390
worst_hold_path:
  hold_crit_path_type: "input pin to primary output"
  hold-path-cell-count: 4
placement:
  detailed_place_hpwl_mm: 1.21
  dpl-instance-area_um2: 783
  portBuffers: 15
  finalWeightedCongestion: 0.920
  placed_cells: 139
  dp_slack_ns: -0.735
power:
  power_density_nw_per_um2: 159
  power.ir.vdd_worst_v: 0.0000425
  power.static_leakage_nw: 0.350
  power.total_mw: 0.125
status:
  run_status: "finished clean"
## stage by stage
stage	util [%]	hold slack, ns
2_1_floorplan	-	1.30
3_3_place_gp	22.9	2.31
3_5_place_dp	22.9	2.33
4_1_cts	23.1	1.79
5_1_grt	23.0	1.78
6_report	23.0	1.73
## layout make-up
class                      instances  area [um2]  area share, %
timing repair buffer              33         248           31.5
multi-input combinational         51         447           56.8
inverter                           9        33.8           4.30
tap                               46        57.6           7.32
## per-layer routing
metal,routed length (um),track usage (%),vias up
met4,0,0.176,0
li1,-,-,283
met2,744,8.99,7
met1,593,5.15,245
met5,0,0,-
met3,74,0.795,0
## cells by family (layout without fill, tap and decap cells)
logic type / count (synthesis) / after routing / share of synthesized area [%]
fa+ha+maj: 7 / 7 / 20.4
xor+xnor: 4 / 4 / 7.51
mux: 2 / 2 / 4.56
buf+inv: 12 / 42 / 12.9
compound gates: 19 / 19 / 29.5
simple gates: 19 / 19 / 25.2
## where the power goes
part | switching (mW) | internal [mW] | leakage, nW
sequential | 0 | 0 | 0
clock | 0 | 0 | 0
combinational | 0.0534 | 0.0719 | 0.350
## cells in the final DEF (no fill, tap or decap), types with 2 or more instances in the layout
cell	instances
sky130_fd_sc_hd__and2_1	2
sky130_fd_sc_hd__buf_2	5
sky130_fd_sc_hd__buf_4	18
sky130_fd_sc_hd__clkbuf_2	2
sky130_fd_sc_hd__clkdlybuf4s50_1	6
sky130_fd_sc_hd__dlygate4sd2_1	2
sky130_fd_sc_hd__ha_1	6
sky130_fd_sc_hd__inv_1	5
sky130_fd_sc_hd__inv_2	4
sky130_fd_sc_hd__nor2_1	5
sky130_fd_sc_hd__nor3_1	4
sky130_fd_sc_hd__nor3b_4	2
sky130_fd_sc_hd__o211ai_1	2
sky130_fd_sc_hd__o21ai_0	6
sky130_fd_sc_hd__or2_1	2
sky130_fd_sc_hd__xnor2_1	3
## what timing repair did
| action | 4_1_cts | 5_1_grt |
|---|---|---|
| setup endpoints to repair | 4 | 3 |
| gates resized | 28 | 10 |
| hold endpoints to repair | 0 | 0 |
| pin swaps | 6 | 6 |
| hold buffers | 0 | 0 |
## path summary, 6_finish.rpt
| check | slack (ns) | endpoint | from |
|---|---|---|---|
| worst max-delay path | 0.14 | alu_out[0] | A[0] |
| worst min-delay path | 1.73 | alu_out[2] | OP[2] |
Power and IR drop assume default switching activity.
